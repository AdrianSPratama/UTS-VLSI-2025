## ./design.v

```verilog
module bias_mem (En_b_mem, Addr_mem_b, Res, Clock,
                 b_l1_1, b_l1_2, b_l1_3, b_l1_4,
                 b_l2_1, b_l2_2,
                 b_l3_1,
                 b_l4_1,
                 b_l5_1,
                 b_l6_1, b_l6_2,
                 b_l7_1, b_l7_2, b_l7_3, b_l7_4,
                 b_l8_1, b_l8_2, b_l8_3, b_l8_4,
                 mem_out);
input En_b_mem, Res, Clock;
input [4:0] Addr_mem_b;
input [31:0] b_l1_1, b_l1_2, b_l1_3, b_l1_4,
             b_l2_1, b_l2_2,
             b_l3_1,
             b_l4_1,
             b_l5_1,
             b_l6_1, b_l6_2,
             b_l7_1, b_l7_2, b_l7_3, b_l7_4,
             b_l8_1, b_l8_2, b_l8_3, b_l8_4;
output [31:0] mem_out;
wire En_b_mem, Res, Clock;
wire [4:0] Addr_mem_b;
wire signed [31:0] b_l1_1, b_l1_2, b_l1_3, b_l1_4,
                   b_l2_1, b_l2_2,
                   b_l3_1,
                   b_l4_1,
                   b_l5_1,
                   b_l6_1, b_l6_2,
                   b_l7_1, b_l7_2, b_l7_3, b_l7_4,
                   b_l8_1, b_l8_2, b_l8_3, b_l8_4;
wire [31:0] mem_out;
reg [31:0] mem_block [0:18];
integer i;
always @(posedge Clock) begin
    if(!Res) begin
      for (i=0; i<19; i=i+1) begin  
        mem_block[i] <= 32'd0;
      end
    end
    else begin
      if (En_b_mem) begin  
        mem_block[0] <= b_l1_1;  
        mem_block[1] <= b_l1_2;
        mem_block[2] <= b_l1_3;
        mem_block[3] <= b_l1_4;
        mem_block[4] <= b_l2_1;  
        mem_block[5] <= b_l2_2;
        mem_block[6] <= b_l3_1;  
        mem_block[7] <= b_l4_1;  
        mem_block[8] <= b_l5_1;  
        mem_block[9] <= b_l6_1;  
        mem_block[10] <= b_l6_2; 
        mem_block[11] <= b_l7_1;  
        mem_block[12] <= b_l7_2;
        mem_block[13] <= b_l7_3;
        mem_block[14] <= b_l7_4;
        mem_block[15] <= b_l8_1;  
        mem_block[16] <= b_l8_2;
        mem_block[17] <= b_l8_3;
        mem_block[18] <= b_l8_4;
      end
      else begin
        mem_block[0] <= mem_block[0];  
        mem_block[1] <= mem_block[1];
        mem_block[2] <= mem_block[2];
        mem_block[3] <= mem_block[3];
        mem_block[4] <= mem_block[4];  
        mem_block[5] <= mem_block[5];
        mem_block[6] <= mem_block[6];  
        mem_block[7] <= mem_block[7];  
        mem_block[8] <= mem_block[8];  
        mem_block[9] <= mem_block[9];  
        mem_block[10] <= mem_block[10]; 
        mem_block[11] <= mem_block[11];  
        mem_block[12] <= mem_block[12];
        mem_block[13] <= mem_block[13];
        mem_block[14] <= mem_block[14];
        mem_block[15] <= mem_block[15];  
        mem_block[16] <= mem_block[16];
        mem_block[17] <= mem_block[17];
        mem_block[18] <= mem_block[18];
      end
    end
end
assign mem_out = mem_block[Addr_mem_b];
endmodule
```

## ./run.sh

```bash
#!/bin/bash
# OpenROAD 26Q1-2900-gdf79404cd8, Yosys 0.63+post, stock flow scripts
make -C /OpenROAD-flow-scripts/flow DESIGN_CONFIG=/design/flow/config.mk WORK_HOME=/design/flow/orfs finish
```

## ./config.mk

```make
export PLATFORM = sky130hd
export DESIGN_NAME = bias_mem
export DESIGN_NICKNAME = bias_mem
export VERILOG_FILES = /design/flow/design.v
export SDC_FILE = /design/flow/constraint.sdc
export NUM_CORES = 4
export LEC_CHECK = 1
export CORE_UTILIZATION = 30
```

## ./constraint.sdc

```tcl
current_design bias_mem

set clk_period 20.1
set clk_io_pct 0.2

create_clock -name clk0 -period $clk_period [get_ports {Clock}]

set non_clock_inputs [all_inputs -no_clocks]
set_input_delay [expr $clk_period * $clk_io_pct] -clock clk0 $non_clock_inputs
set_output_delay [expr $clk_period * $clk_io_pct] -clock clk0 [all_outputs]
```

==> out/metrics.cfg <==
[run_status]
outcome = finished clean

[grt]
grt_first_pass_wirelength_mm = 181
grt_pass1_vias = 22900
grt_antenna_before_repair = 56
gr-total-overflow = 0
grt_start_max_net_pins = 128
track_usage_pct = 28.6

[routing]
wl_mm = 134
drc = 0
drt-wirelength-per-cell_um = 29.7
vias = 23300
drt-initial-drc-count = 1877
via_per_inst = 5.16
drt_pass1_iterations = 6
drtAntennaViolNets = 0

[worst_setup_path]
path_cells = buf_4, buf_4, buf_4, or3b_1, nor2_4, buf_4, a2bb2oi_1, and3_1, a41oi_1, clkdlybuf4s50_1
slowest_delay_ns = 0.59
cp_common_cell = buf_4
cp_slowest_cell = or3b_1
start_kind = primary input
crit_buf_inv = 5
arrival_ns = 7.77
crit_path_end_kind = output port
critPathMaxFanout = 26
crit_required_ns = 16.08
crit_family = buffers and inverters
crit_type = primary input to output port
r2r_setup_slack_ns = 19.34

[die]
coreArea_mm2 = 0.0907
core_util_floorplan_pct = 30.5
die_h_um = 306
rows = 110
die_w_um = 306
ioPinCount = 648
chipArea_mm2 = 0.0933

[logic_synthesis]
top_cells_by_area = dfxtp_1, mux2i_1, nor2b_1
xor_share_pct = 0
yosys.area.top_type = dfxtp_1
synthDistinctLibCells = 78
netlist_logic_family_top = multiplexers
muxShareOfSynthArea_pct = 24.0
ys_sh_simple_pct = 18.3
synth_area_mm2 = 0.0276
synth_flops = 608
syn_inst = 2679
avgSynthCellArea_um2 = 10.3
ys_top_cells_by_count = mux2i_1, nor2b_1, dfxtp_1
yosys.area_share.aoi_pct = 9.78
synthArstFlopShare_pct = 0
edf_count = 0
synth_top_cell_by_count = mux2i_1
ys_area_mm2 = 0.0276
ys_seq_share_pct = 44.0
fa_ha_area_share_pct = 0
ys_cells = 2679
dominantRegCellSynth = dfxtp_1
ys_warn_count = 2
top_area_share_pct = 44.0

[cells_and_area]
final_cell_area_mm2 = 0.0376
stdcell_count = 4508
final_util_pct = 41.5
drive_gt1_share_pct = 7.21
regMostFlops = mem_block
largest_register_ffs = 608
syn_to_final_growth_pct = 36.0
top_regs = mem_block x608

[power_and_ir_drop]
p_per_area_mw_per_mm2 = 82.9
power.leakage_nw = 15.1
total_power_mw = 3.12
ir_worst_vdd_uv = 57.9

[clocking]
worstSkewPairLatency_ns = 0.61
postCtsSetupBuffers = 0
clk_pin_slew_worst_paths_ns = 0.06
cts_buffers = 73
cts-resized-gates = 0
cts.sinks = 608
cts_tree = built
cts_hold_buf = 0
h-tree-depth = 3
cts_max_path_buffers = 3
clockRootBuffer = clkbuf_16

[sta]
finClkSkew_ns = 0
tightestPinTransition_ns = 1.01
setup_viol = 0
max_clock_freq_mhz = 84.8
holdWs_ns = 0.507
hold_violations = 0
period_needed_ns = 11.79
period_used_pct = 58.7
final_max_slew_viol_count = 0
setup_tns_ns = 0
setup_slack_ns = 8.31
max_slew_margin_pct = 31.2
rsz0062_at_grt = no

[placement]
gp_congestion = 0.958
dpl_cell_area_mm2 = 0.0351
dp_slack_ns = 8.38
io_buffers = 647
place.detailed.hpwl_mm = 99.5
dp.cells = 4353

[worst_hold_path]
min_path_type = flop to flop

[job]
warnings = 28
maxCapViolCount = 0

## final cells by class
type / count / area (µm²)
Inverter: 5 / 18.8
Clock buffer: 107 / 2170
Multi-Input combinational cell: 1849 / 14500
Antenna cell: 29 / 72.6
Clock inverter: 19 / 204
Timing Repair Buffer: 715 / 7000
Tap cell: 1176 / 1470
Sequential cell: 608 / 12200
Fill cell: 8728 / 53100
## path summary, 6_finish.rpt
check                      end  depth (start not counted)              start
max                mem_out[17]                         10      Addr_mem_b[1]
min            mem_block[4][1]                          2    mem_block[4][1]
min reg2reg    mem_block[4][1]                          2    mem_block[4][1]
max reg2reg  mem_block[14][29]                          2  mem_block[14][29]
## report_power, final
part	internal, mW	total (mW)	switching (mW)
Clock	0.787	1.33	0.546
Sequential	1.28	1.34	0.0612
Combinational	0.242	0.444	0.203
Total	2.31	3.12	0.810
## layer usage
layer / GRT usage [%] / wire, µm / vias to the layer above
li1: - / - / 10700
met1: 37.9 / 54400 / 11100
met2: 44.0 / 61300 / 1095
met3: 8.57 / 11800 / 313
met4: 11.8 / 5860 / 54
met5: 0 / 356 / -
## worst reg2reg max path, delay by kind of cell, from the launching register on
kind / cells / cell delay [ns]
DFF: 1 / 0.47
and+or+nand+nor: 1 / 0.12
muxes: 1 / 0.11
## layout by cell type (no fill, tap or decap), drive strengths merged, types with 11 or more instances in the layout
master	Yosys	layout
clkbuf	116	107
buf	101	75
clkdlybuf4s50	0	640
a221oi	17	17
nor3	13	13
nor2b	619	619
nand3	28	28
a22oi	113	113
clkinv	0	11
and3	13	13
diode	0	29
nand2	48	48
mux2	11	11
a22o	30	30
o32a	17	17
nor2	40	40
nand4	25	25
a21oi	51	51
dfxtp	608	608
o21ai	20	20
mux2i	651	651
## kinds of logic (layout without fill, tap and decap cells)
group	after synthesis	after routing
AOI/OAI and AO/OA	355	355
buffers and inverters	222	846
DFF	608	608
muxes	662	662
other	0	29
and+or+nand+nor	832	832
