$ cat flow/config.mk
export PLATFORM = sky130hd
export DESIGN_NAME = output_mem
export DESIGN_NICKNAME = output_mem
export VERILOG_FILES = /design/flow/design.v
export SDC_FILE = /design/flow/constraint.sdc
export NUM_CORES = 4
export LEC_CHECK = 1
export CORE_UTILIZATION = 50
$ cat flow/constraint.sdc
current_design output_mem

set clk_period 7.7
set clk_io_pct 0.2

create_clock -name clk0 -period $clk_period [get_ports {Clock}]

set non_clock_inputs [all_inputs -no_clocks]
set_input_delay [expr $clk_period * $clk_io_pct] -clock clk0 $non_clock_inputs
set_output_delay [expr $clk_period * $clk_io_pct] -clock clk0 [all_outputs]
$ cat flow/design.v
module output_mem (En_out_mem, Addr_mem_o, Res, Clock,
                   in_data, out_data);
input En_out_mem, Res, Clock;
input [2:0] Addr_mem_o;
input [31:0] in_data;
output [127:0] out_data;
wire En_out_mem, Res, Clock;
wire [2:0] Addr_mem_o;
wire [31:0] in_data;
wire [127:0] out_data;
reg [31:0] mem_block [0:3];
integer i;
always @(posedge Clock) begin
    if(!Res) begin
      for (i=0; i<4; i=i+1) begin
        mem_block[i] <= 32'd0;
      end
    end
    else begin
      if (En_out_mem) begin
        mem_block[Addr_mem_o] <= in_data;
      end
      else begin
        mem_block[Addr_mem_o] <= mem_block[Addr_mem_o];
      end
    end
end
wire [127:0] mem_out;
assign mem_out = {mem_block[0], mem_block[1], mem_block[2], mem_block[3]};
assign out_data = mem_out;
endmodule
$ cat flow/run.sh
#!/bin/bash
# OpenROAD 26Q1-2900-gdf79404cd8, Yosys 0.63+post, stock flow scripts
make -C /OpenROAD-flow-scripts/flow DESIGN_CONFIG=/design/flow/config.mk WORK_HOME=/design/flow/orfs finish
==> results.txt <==
On the backend side, the flow ran end to end.

The finished cells cover 0.00725 mm². The register with the most flip-flops in the layout has 128 of them. STA classifies the critical path startpoint as an input pin. Entering global routing, the biggest net connects 40 pins. Setup repair after global routing left no endpoint under its margin. The floorplan step defined a die boundary enclosing 0.0101 mm².

The share of cells above drive strength 1 stands at 9.05%. The final count of hold timing violations stands at 0. The net switching fraction of the power stands at 18.8%. In the routed layout, each cell is associated on average with a via count of 4.86. The first TritonRoute pass finished after 4 iterations. The synthesized cell area stands at 0.00486 mm². The initialized floorplan defines 35 standard-cell rows. The placed instance count stands at roughly 570. The worst path uses 44.5% of the clock period.

The tool warning count for the run is 27. The critical path buffer and inverter count stands at 4. Per the gpl log, the routability congestion estimate is 0.795.

The antenna diode count stands at 0. The routed length per placed instance stands at 18.0 µm. The number of buffers created by CTS stands at 17. The largest individual stage delay along the critical path comes from the cell o31ai_4. The final timing report counts setup violations totalling 0. Detailed routing inserted a total of 2,938 vias. The leakage power summed over all cells stands at approximately 2.7 nW. The worst path required time stands at approximately 8 ns. Looking at the VDD voltage map, the peak drop is 166 µV.

The launch point of the worst min-delay path is recorded as in_data[18]. The worst setup slack after placement stands at roughly 3.7 ns. After detailed routing, the number of remaining DRC violations is 0. The largest registers in the layout are mem_block (128). The setup fix buffers added after clock tree synthesis stands at 0.

The relative contribution of the clock network to total power stands at 45.5%. The setup total negative slack stands at 0 ns. The number of sinks handled by clock tree synthesis stands at 128.

The area share of the leading cell type in the synthesized netlist stands at 79.2%. Counting flops per register, the top entry is mem_block. The placed instances occupy a cell area of approximately 0.0066 mm².

The overall fraction of global-route tracks in use stands at 25.0%. Among the stages of the critical path, the cell type that occurs most often is buf_4. The die is 101 µm tall. The cell count after synthesis came out at 289. The area growth from synthesis to final layout stands at 49.3%.

Per the timing report, the biggest fanout along the worst path comes to 37. The number of maximum-capacitance violations recorded for the run is 0. In this run the critical path is formed by clkdlybuf4s50_1 -> buf_4 -> inv_1 -> o31ai_4 -> buf_4.

In this run the worst setup path begins at En_out_mem. The final setup slack of the worst path stands at 4.27 ns. The initial core utilization stands at 52.1%.

The maximum cell stage delay along the critical path stands at 0.52 ns. The run finished with clean final reports. The cell family contributing the most delay on the critical path is buffers and inverters.

In this run the worst hold path is classified as input pin to flop. The chip area estimate from yosys synthesis stands at between 0.004 and 0.005 mm². Timing would allow up to 0.292 GHz. In the Yosys report, the sequential cells make up around 80% of the chip area. The number of instances resized during post-cts repair stands at 0. The total overflow reported by the global router stands at 0. The transition time at the pin with the least slew margin stands at 0.586 ns. Synthesis inferred 128 register bits. The worst setup path is captured at a flop. The worst path in the final design needs a cycle of 3.43 ns, including I/O delays and setup. TritonCTS built the clock tree. The DRC marker count from the first detailed-route iteration stands at roughly 95. The flow reports that combinational logic draws 8.9% of the design power. Pin placement for this block handled 166 I/O pins.

For reference, the clock transition at the flip-flops on the worst setup and hold paths is approximately 0.060 ns. The initial antenna violation count is 0. By area the synthesized netlist is led by edfxtp_1 (79%), and2_1 (11%), and3_1 (3.7%).

The number of buffers added on ports stands at 164. The remaining antenna violation count after routing stands at 0. The filler-free cell count of the finished design stands at 604. According to the floorplan report, the die width is 101 µm. The wire length after detailed routing stands at 10,900 µm. The net switching power in the latest report is 346 µW.

Hold repair after CTS inserted 0 buffers. The internal power of the cells stands at roughly 1.5 mW. The tree is rooted in a clkbuf_8. The count of yosys warnings during synthesis stands at 1. In the Yosys report the total cell count is 289.

Max-slew check failures listed in the final report amount to 0. The buffer depth of the longest clock path stands at 2. In this run the number of H-tree levels came out at 4. The worst-case max-slew headroom was logged as 60.8%.

The region available for standard cell placement spans 0.00933 mm². Dividing total power by cell area gives a power density of approximately 250 mW/mm². The arrival time at the worst endpoint stands at 3.58 ns. The cell type that accounts for the most area after synthesis is edfxtp_1.

The first global-routing pass estimated approximately 17,000 µm of wire. The post-detailed-placement half-perimeter wirelength stands at 6680 µm. The fraction of the core area covered by cells at the end of the flow stands at 77.7%.

Per the synthesis report, the number of distinct cell types is 21. The sequential cell fraction of total power stands at a little under half. The synthesized area per cell stands at 16.8 µm². The via count of the first global-routing pass stands at between 3k and 4k. For reference, the most critical setup path is categorized as input pin to flop.
## cell usage in the layout, fill, tap and decap left out
cell / synthesis / final
o21ai_4: 0 / 2
bufinv_16: 0 / 5
o31ai_4: 0 / 1
and2_2: 2 / 2
nand2b_1: 1 / 1
nor3_1: 3 / 3
inv_1: 4 / 4
and4b_1: 2 / 2
nand2_1: 1 / 1
clkinvlp_4: 0 / 3
and2_1: 85 / 85
clkbuf_8: 0 / 1
nand3_1: 4 / 4
buf_4: 1 / 9
clkdlybuf4s50_1: 0 / 164
clkbuf_1: 6 / 1
edfxtp_1: 128 / 128
and3_1: 29 / 29
nor2_1: 6 / 6
clkinv_4: 0 / 4
or2b_1: 1 / 1
clkbuf_16: 0 / 16
clkinv_1: 0 / 2
and4bb_1: 1 / 1
## power groups by stage
| stage | combinational, mW | sequential, mW | clock [mW] |
|---|---|---|---|
| CTS | 0.165 | 0.838 | 0.848 |
| global route | 0.176 | 0.842 | 0.882 |
| finish | 0.163 | 0.837 | 0.836 |
## routing by layer
metal	global-route usage [%]	up-vias	wire, µm
met5	0	-	0
met4	1.90	0	49
met3	11.2	5	1010
met2	36.8	124	5320
met1	41.8	1422	4510
li1	-	1387	-
## cell usage after synthesis
cell type and count:
and2_2 2, and2_1 85, o31ai_1 1, inv_1 4, buf_4 1, and4bb_1 1
or2b_1 1, nand3_1 4, o21ai_0 2, clkbuf_2 3, buf_6 7, nand2b_1 1
nor3_1 3, edfxtp_1 128, and3_1 29, nor2_1 6, buf_8 1, nand2_1 1
and4b_1 2, buf_2 1, clkbuf_1 6
## cell families after synthesis
kind of cell	count (synthesis)	share of synthesized area, %
and+or+nand+nor	135	17.2
buffers and inverters	23	3.27
DFF	128	79.2
AOI/OAI and AO/OA	3	0.361
## worst paths after layout
path | endpoint | slack, ns | depth (start not counted)
setup / recovery | mem_block[0][17] | 4.27 | 5
hold / removal | mem_block[1][18] | 1.76 | 2
## area by class of cell
class / instances / area [µm²]
multi-input cells: 138 / 890
inverters: 4 / 15.0
clock buffers: 18 / 418
clock inverters: 14 / 215
well taps: 129 / 161
fillers: 531 / 2080
repair buffers: 173 / 1710
flip-flops and latches: 128 / 3840
## per-stage QoR
| stage | total power [mW] | hold slack [ns] |
|---|---|---|
| global placement | 1.01 | 2.25 |
| CTS | 1.85 | 1.74 |
| detailed placement | 1.02 | 2.26 |
| global route | 1.90 | 1.74 |
| floorplan | 0.872 | 1.74 |
| finish | 1.84 | 1.76 |
Power and IR drop assume default switching activity.
