### flow/run.sh
#!/bin/bash
# OpenROAD 26Q1-2900-gdf79404cd8, Yosys 0.63+post, stock flow scripts
make -C /OpenROAD-flow-scripts/flow DESIGN_CONFIG=/design/flow/config.mk WORK_HOME=/design/flow/orfs finish
### flow/config.mk
export PLATFORM = sky130hd
export DESIGN_NAME = weight_mem
export DESIGN_NICKNAME = weight_mem
export VERILOG_FILES = /design/flow/design.v
export SDC_FILE = /design/flow/constraint.sdc
export NUM_CORES = 4
export LEC_CHECK = 1
export CORE_AREA = 10 10 733 733
export DIE_AREA = 0 0 743 743
### flow/constraint.sdc
current_design weight_mem

set clk_period 55.2
set clk_io_pct 0.2

create_clock -name clk0 -period $clk_period [get_ports {Clock}]

set non_clock_inputs [all_inputs -no_clocks]
set_input_delay [expr $clk_period * $clk_io_pct] -clock clk0 $non_clock_inputs
set_output_delay [expr $clk_period * $clk_io_pct] -clock clk0 [all_outputs]
### flow/design.v
module weight_mem (En_w_mem, Addr_mem_w, Res, Clock, 
                   w_l1_11, w_l1_12, w_l1_13, w_l1_14, w_l1_21, w_l1_22, w_l1_23, w_l1_24, w_l1_31, w_l1_32, w_l1_33, w_l1_34, w_l1_41, w_l1_42, w_l1_43, w_l1_44,
                   w_l2_11, w_l2_12, w_l2_21, w_l2_22, w_l2_31, w_l2_32, w_l2_41, w_l2_42,
                   w_l3_11, w_l3_21,
                   w_l4_11,
                   w_l5_11,
                   w_l6_11, w_l6_12, b_l6_1, b_l6_2,
                   w_l7_11, w_l7_12, w_l7_13, w_l7_14, w_l7_21, w_l7_22, w_l7_23, w_l7_24,
                   w_l8_11, w_l8_12, w_l8_13, w_l8_14, w_l8_21, w_l8_22, w_l8_23, w_l8_24, w_l8_31, w_l8_32, w_l8_33, w_l8_34, w_l8_41, w_l8_42, w_l8_43, w_l8_44,
                   mem_out);
input En_w_mem, Res, Clock;
input [4:0] Addr_mem_w;
input [31:0] w_l1_11, w_l1_12, w_l1_13, w_l1_14, w_l1_21, w_l1_22, w_l1_23, w_l1_24, w_l1_31, w_l1_32, w_l1_33, w_l1_34, w_l1_41, w_l1_42, w_l1_43, w_l1_44,
             w_l2_11, w_l2_12, w_l2_21, w_l2_22, w_l2_31, w_l2_32, w_l2_41, w_l2_42,
             w_l3_11, w_l3_21,
             w_l4_11,
             w_l5_11,
             w_l6_11, w_l6_12, b_l6_1, b_l6_2,
             w_l7_11, w_l7_12, w_l7_13, w_l7_14, w_l7_21, w_l7_22, w_l7_23, w_l7_24,
             w_l8_11, w_l8_12, w_l8_13, w_l8_14, w_l8_21, w_l8_22, w_l8_23, w_l8_24, w_l8_31, w_l8_32, w_l8_33, w_l8_34, w_l8_41, w_l8_42, w_l8_43, w_l8_44;
output [127:0] mem_out;
wire En_w_mem, Res, Clock;
wire [4:0] Addr_mem_w;
wire signed [31:0] w_l1_11, w_l1_12, w_l1_13, w_l1_14, w_l1_21, w_l1_22, w_l1_23, w_l1_24, w_l1_31, w_l1_32, w_l1_33, w_l1_34, w_l1_41, w_l1_42, w_l1_43, w_l1_44,
             w_l2_11, w_l2_12, w_l2_21, w_l2_22, w_l2_31, w_l2_32, w_l2_41, w_l2_42,
             w_l3_11, w_l3_21,
             w_l4_11,
             w_l5_11,
             w_l6_11, w_l6_12, b_l6_1, b_l6_2,
             w_l7_11, w_l7_12, w_l7_13, w_l7_14, w_l7_21, w_l7_22, w_l7_23, w_l7_24,
             w_l8_11, w_l8_12, w_l8_13, w_l8_14, w_l8_21, w_l8_22, w_l8_23, w_l8_24, w_l8_31, w_l8_32, w_l8_33, w_l8_34, w_l8_41, w_l8_42, w_l8_43, w_l8_44;
wire [127:0] mem_out;
reg [127:0] mem_block [0:18];
integer i;
always @(posedge Clock) begin
    if(!Res) begin
      for (i=0; i<19; i=i+1) begin  
        mem_block[i] <= 128'd0;
      end
    end
    else begin
      if (En_w_mem) begin  
        mem_block[0] <= {w_l1_11, w_l1_21, w_l1_31, w_l1_41};  
        mem_block[1] <= {w_l1_12, w_l1_22, w_l1_32, w_l1_42};
        mem_block[2] <= {w_l1_13, w_l1_23, w_l1_33, w_l1_43};
        mem_block[3] <= {w_l1_14, w_l1_24, w_l1_34, w_l1_44};
        mem_block[4] <= {w_l2_11, w_l2_21, w_l2_31, w_l2_41};  
        mem_block[5] <= {w_l2_12, w_l2_22, w_l2_32, w_l2_42};
        mem_block[6] <= {w_l3_11, w_l3_21, 32'd0, 32'd0};  
        mem_block[7] <= {w_l4_11, 32'd0, 32'd0, 32'd0};  
        mem_block[8] <= {w_l5_11, 32'd0, 32'd0, 32'd0};  
        mem_block[9] <= {w_l6_11, 32'd0, 32'd0, 32'd0};  
        mem_block[10] <= {w_l6_12, 32'd0, 32'd0, 32'd0}; 
        mem_block[11] <= {w_l7_11, w_l7_21, 32'd0, 32'd0};  
        mem_block[12] <= {w_l7_12, w_l7_22, 32'd0, 32'd0};
        mem_block[13] <= {w_l7_13, w_l7_23, 32'd0, 32'd0};
        mem_block[14] <= {w_l7_14, w_l7_24, 32'd0, 32'd0};
        mem_block[15] <= {w_l8_11, w_l8_21, w_l8_31, w_l8_41};  
        mem_block[16] <= {w_l8_12, w_l8_22, w_l8_32, w_l8_42};
        mem_block[17] <= {w_l8_13, w_l8_23, w_l8_33, w_l8_43};
        mem_block[18] <= {w_l8_14, w_l8_24, w_l8_34, w_l8_44};
      end
      else begin
        mem_block[0] <= mem_block[0];  
        mem_block[1] <= mem_block[1];
        mem_block[2] <= mem_block[2];
        mem_block[3] <= mem_block[3];
        mem_block[4] <= mem_block[4];  
        mem_block[5] <= mem_block[5];
        mem_block[6] <= mem_block[6];  
        mem_block[7] <= mem_block[7];  
        mem_block[8] <= mem_block[8];  
        mem_block[9] <= mem_block[9];  
        mem_block[10] <= mem_block[10]; 
        mem_block[11] <= mem_block[11];  
        mem_block[12] <= mem_block[12];
        mem_block[13] <= mem_block[13];
        mem_block[14] <= mem_block[14];
        mem_block[15] <= mem_block[15];  
        mem_block[16] <= mem_block[16];
        mem_block[17] <= mem_block[17];
        mem_block[18] <= mem_block[18];
      end
    end
end
assign mem_out = mem_block[Addr_mem_w];
endmodule
==> metrics.csv <==
stage;metric;value;unit
clock_tree;cts-root-buf;clkbuf_16;
floorplan;die_area;552000;um2
logic_synthesis;synth_cells;7472;
logic_synthesis;avgSynthCellArea;10.22;um2
power_and_ir_drop;p_per_area;30.36;nW/um2
logic_synthesis;ys_ff;1728;
drt;dr.pass1.iters;8;
timing;tightest_slew;1021;ps
critical_path;crit_chain;buf_8, buf_4, buf_4, nand3_1, nor2_4, buf_4, buf_4, a22o_1, a211oi_1, a31oi_1, clkdlybuf4s50_1;
min_path;whs_path_depth;2;
critical_path;slowest_stage;clkdlybuf4s50_1;
critical_path;r2r-start;mem_block[12][96];
floorplan;num_rows;265;
floorplan;pin_count;1928;
floorplan;die_x;743;um
critical_path;rr_worst_depth;2;
critical_path;rr_endpoint;mem_block[12][96];
timing;hold_violations;0;
grt;grt_pass1_vias;65830;
cells_and_area;layout-drive-gt1-share;7.957;%
clock_tree;cts_inserted_buffers;223;
clock_tree;cts_max_path_buffers;4;
drt;vias;67720;
clock_tree;cts_resized;0;
timing;rsz0062_at_grt;no;
timing;slew-limit-headroom;31.91;%
drt;avgViaCountPerCell;4.103;
logic_synthesis;ys_cells;7472;
floorplan;die_h;743;um
grt;track_usage;22.08;%
logic_synthesis;synth_cell_type_count;70;
logic_synthesis;synth_top_cell_by_area;dfxtp_1;
placement;dp.final_hpwl;497.7;mm
logic_synthesis;synthArstFlopShare;0;%
job;drv_cap;0;
critical_path;crit_fanout;25;
critical_path;cp_common_cell;buf_4;
placement;gp_congestion;0.9429;
logic_synthesis;ys.warnings.count;2;
clock_tree;hold_buffers;0;
placement;dp_cells;15940;
timing;max_freq;36.91;MHz
critical_path;arrival;16050;ps
critical_path;critPathMaxStageDelay;660;ps
grt;overflow;0;
critical_path;r2r_setup_slack;54370;ps
cells_and_area;area_growth;46.21;%
clock_tree;cts_tree;built;
timing;drv_slew;0;
grt;antenna_found_initial;581;
logic_synthesis;synth_area;76360;um2
timing;skew;0;ps
timing;hold_ws;511.6;ps
floorplan;core_area;520900;um2
logic_synthesis;ff_type;dfxtp_1;
logic_synthesis;synth_top_area_share;45.30;%
grt;grt_pass1_wl;768.3;mm
drt;routed_wl;620.9;mm
logic_synthesis;edf_count;0;
drt;route.detailed.drc;0;
job;log.warning_count;106;
drt;antenna_left;0;
timing;layout_min_cycle_time;27090;ps
clock_tree;worstSkewPairLatency;920;ps
placement;io_buffers;1863;
clock_tree;cts_sinks;1728;
timing;period_used_share;49.08;%
cells_and_area;largest_reg_flops;1728;
clock_tree;cts_htree_levels;4;
grt;grt_max_degree;176;
min_path;hp-start;mem_block[12][66];
timing;final.setup.tns;0;ps
critical_path;start_kind;primary input;
timing;setup_viol;0;
clock_tree;post_cts_buffers;0;
drt;routedWlPerCell;37.62;um
clock_tree;path_clk_slew;60;ps
power_and_ir_drop;p_leak;43.12;nW
cells_and_area;regMostFlops;mem_block;
logic_synthesis;netlist_top_cells_area;dfxtp_1 (45%), mux2i_1 (23%), nor2b_1 (14%), a22oi_1 (3.4%), clkbuf_1 (1.8%);
cells_and_area;fin_cells;16500;
floorplan;fp_util;14.66;%
critical_path;end_kind;output port;
logic_synthesis;ys_area;76360;um2
min_path;hold_end;mem_block[12][66];
logic_synthesis;yosysSeqAreaShare;45.30;%
min_path;min_path_type;flop to flop;
critical_path;worst-setup-path-type;primary input to output port;
critical_path;cp.required;44160;ps
cells_and_area;reg.largest.list;mem_block x1728;
run_status;outcome;finished clean;
drt;drtIter0Drc;5108;
power_and_ir_drop;peakVddDrop;0.03054;mV
synthesized netlist by cell type (46+ instances only):
cell / count
mux2i_1: 1767
nor2b_1: 1737
dfxtp_1: 1728
clkbuf_1: 372
a22oi_1: 344
a21oi_1: 199
nor2_1: 148
buf_2: 145
nand2_1: 116
buf_1: 96
a221oi_1: 90
a31oi_1: 71
o21ai_0: 68
nand3_1: 51
a22o_1: 50
o32a_1: 46
worst max-delay path by stage:
stage | start | to | depth (start not counted)
after CTS | Addr_mem_w[0] | mem_out[39] | 11
after global routing | Addr_mem_w[0] | mem_out[39] | 11
final | Addr_mem_w[0] | mem_out[39] | 11
cell families (layout without fill, tap and decap cells):
logic type	count (synthesis)	after routing	share of synthesized area (%)
compound gates	1098	1098	10.50
mux	1777	1777	23.31
other cells	0	161	0
flops	1728	1728	45.30
buf+inv	642	2571	3.506
simple gates	2227	2227	17.38
routing by layer:
| metal | GRT usage, % | vias to the layer above | routed length [um] |
|---|---|---|---|
| met1 | 27.59 | 32440 | 246100 |
| met5 | 0 | - | 2130 |
| met4 | 6.183 | 332 | 21490 |
| li1 | - | 30340 | - |
| met2 | 34.32 | 3376 | 279600 |
| met3 | 10.21 | 1233 | 71610 |
layout by cell type, fill, tap and decap left out, types with 41 or more instances in the layout:
cell,n
a21oi_1,197
a221oi_1,89
a222oi_1,42
a22o_1,50
a22oi_1,344
a31oi_1,71
buf_4,281
clkbuf_1,43
clkbuf_16,223
clkbuf_8,41
clkdlybuf4s50_1,1856
clkinv_2,46
dfxtp_1,1728
diode_2,161
mux2i_1,1767
nand2_1,113
nand3_1,51
nand4_1,45
nor2_1,135
nor2b_1,1732
o21ai_0,68
o32a_1,46
through the flow:
| step | area (um2) | worst slack [ps] | power (mW) | util (%) |
|---|---|---|---|---|
| global placement | 103800 | 28050 | 1.896 | 19.93 |
| finish | 111700 | 28110 | 3.390 | 21.44 |
| detailed placement | 103800 | 28050 | 1.898 | 19.93 |
| floorplan | 76360 | 31670 | 1.587 | - |
| CTS | 111300 | 28020 | 3.443 | 21.36 |
| global route | 111400 | 28120 | 3.514 | 21.39 |
worst max-delay path, delay by kind of cell:
family,cells,cell delay (ps)
and+or+nand+nor,2,940
buffers and inverters,6,3030
AOI/OAI and AO/OA,3,820
power breakdown:
| group | switching (mW) | internal [mW] |
|---|---|---|
| combinational | 0.240 | 0.253 |
| sequential | 0.0513 | 1.32 |
| clock | 0.660 | 0.863 |
| total | 0.951 | 2.44 |
final cells by class:
| cell class | instances | area (um2) |
|---|---|---|
| diodes | 161 | 402.9 |
| flip-flops and latches | 1728 | 34590 |
| clock buffers | 306 | 6292 |
| inverters | 11 | 52.55 |
| repair buffers | 2155 | 21030 |
| multi-input cells | 5102 | 39440 |
| well taps | 6942 | 8686 |
| fillers | 56270 | 409200 |
| clock inverters | 99 | 1156 |
Power figures rest on the tool's default switching activity, not on a simulated workload.
